--- config.mk ---
export PLATFORM = sky130hd
export DESIGN_NAME = signal_gen
export DESIGN_NICKNAME = signal_gen
export VERILOG_FILES = /design/flow/design.v
export SDC_FILE = /design/flow/constraint.sdc
export NUM_CORES = 4
export LEC_CHECK = 1
export CORE_UTILIZATION = 50
--- constraint.sdc ---
current_design signal_gen

set clk_period 5.2
set clk_io_pct 0.2

create_clock -name clk0 -period $clk_period [get_ports {clk}]

set non_clock_inputs [all_inputs -no_clocks]
set_input_delay [expr $clk_period * $clk_io_pct] -clock clk0 $non_clock_inputs
set_output_delay [expr $clk_period * $clk_io_pct] -clock clk0 [all_outputs]
--- design.v ---
`timescale 1ns / 1ps
module signal_gen(clk, rst, req, stm_value, rsb, gnt);
	parameter INPUT_PORTS = 3;
	parameter RESET_PORT = 1;  
	parameter RESET_SENS = 0;  
	parameter integer CNT_MAX =  	(INPUT_PORTS == 1) ? 2 :
									((INPUT_PORTS == 2) ? 4 :
									((INPUT_PORTS == 3) ? 8 :
									((INPUT_PORTS == 4) ? 16 :
									((INPUT_PORTS == 5) ? 32 :
									0))));
	input clk;
	input rst;
	input req;
	output [INPUT_PORTS-1: 0] stm_value; 
	output rsb;
	output gnt;
	parameter PREV_HALF = 1;
	parameter PREV_MAX = 2;
	parameter SIZE = 4;
	parameter IDLE = 4'b0001;
	parameter PREV = 4'b0010;
	parameter CURR = 4'b0100;
	parameter NEXT = 4'b1000;
	wire [INPUT_PORTS-1: 0] stm_value; 
	wire rsb;
	reg [INPUT_PORTS-1: 0] symb_value;
	reg rsb_int;
	reg gnt;
	reg	[SIZE-1:0] state;
	integer prev_cnt;
	integer curr_cnt;
	integer next_cnt;
	reg rst_invert;
	assign stm_value = symb_value;
	assign rsb = rsb_int;
	always@(posedge clk)
	begin: FSM
		if(rst) begin
			state <= #1 IDLE;
			prev_cnt <= 0;
			curr_cnt <= 0;
			next_cnt <= 0;
			symb_value <= 0;
			gnt <= 1'b0;
			if((RESET_PORT == 1) && (RESET_SENS == 0)) begin
				rsb_int <= 1'b0;
			end
			else begin
				rsb_int <= 1'b1;
			end
			rst_invert <= 1'b0;
		end 
		else begin
			case(state)
				IDLE : 
				begin
					rst_invert <= 1'b0;
					if (req == 1'b1) begin
						if((RESET_PORT == 1) && (RESET_SENS == 0)) begin
							rsb_int <= 1'b0;
						end
						else begin
							rsb_int <= 1'b1;
						end
						state <= #1 PREV;
					end 
					else begin
						gnt <= 1'b0;
						state <= #1 IDLE;
					end
				end
				PREV : 
					if (prev_cnt < (PREV_HALF)) begin
						symb_value <= {INPUT_PORTS{1'b0}};  
						state <= #1 CURR;
					end 
					else if((prev_cnt >= (PREV_HALF)) && (prev_cnt < PREV_MAX)) begin
						symb_value <= {INPUT_PORTS{1'b1}};  
						state <= #1 CURR;
					end
					else begin
						symb_value <= {INPUT_PORTS{1'b0}};
						if((RESET_PORT == 1) && (RESET_SENS == 0)) begin
							if(rst_invert == 1'b0) begin
								rsb_int <= 1'b1;
								rst_invert <= 1'b1;
								prev_cnt <= 0;  
								state <= #1 CURR;
							end
							else begin
								rsb_int <= 1'b0;
								rst_invert <= 1'b0;
								gnt <= 1'b1;
								state <= #1 IDLE;
							end
						end
						else if((RESET_PORT == 1) && (RESET_SENS == 1)) begin
							if(rst_invert == 1'b0) begin
								rsb_int <= 1'b0;
								rst_invert <= 1'b1;
								prev_cnt <= 0;  
								state <= #1 CURR;
							end
							else begin
								rsb_int <= 1'b1;
								rst_invert <= 1'b0;
								gnt <= 1'b1;
								state <= #1 IDLE;
							end
						end
						else begin
							rsb_int <= 1'b0;
							gnt <= 1'b1;
							state <= #1 IDLE;  
						end
					end
				CURR : 
					if (curr_cnt < (CNT_MAX-1)) begin
						symb_value <= curr_cnt;
						state <= #1 NEXT;
					end 
					else begin
						symb_value <= curr_cnt;
						state <= #1 NEXT;
					end
				NEXT : 
					if (next_cnt < (CNT_MAX-1)) begin
						symb_value <= next_cnt;
						next_cnt <= next_cnt + 1;
						state <= #1 PREV;
					end 
					else begin
						symb_value <= next_cnt;
						next_cnt <= 0;  
						if (curr_cnt < (CNT_MAX-1)) begin
							curr_cnt <= curr_cnt + 1;
						end
						else begin
							curr_cnt <= 0;  
							if(prev_cnt < PREV_MAX) begin
								prev_cnt <= prev_cnt + 1;
							end
							else begin
								prev_cnt <= 0;  
							end
						end
						state <= #1 PREV;
					end
				default : state <= #1 IDLE;
			endcase
		end
	end
endmodule
--- run.sh ---
#!/bin/bash
# OpenROAD 26Q1-2900-gdf79404cd8, Yosys 0.63+post, stock flow scripts
make -C /OpenROAD-flow-scripts/flow DESIGN_CONFIG=/design/flow/config.mk WORK_HOME=/design/flow/orfs finish
==> deck_impl_summary.md <==
Synthesis and Place & Route Summary

CTS
  • Root Buffer: clkbuf_8
  • TritonCTS clock tree: yes
  • Clock-pin slew on the worst setup and hold paths: 100 ps
  • Cts hold-fix bufs: 0
  • # resized after CTS: 0
  • Total CTS buffers: 9
  • H-tree Lvls: 3
  • Clk latency late pin: 380 ps
  • Setup bufs post-CTS: 0
  • Sink Count: 106
  • Max Buffers Root-to-Sink: 2

Placed design
  • Pre-CTS setup slack: 1440 ps
  • DP Cell Count: 746
  • Port-buffer cells: 7
  • DP Wirelength: 7320 µm
  • Post-Place Cell Area: 5250 µm²
  • Routability cong.: 0.846

Final timing
  • Clk_skew: 13.0 ps
  • Achievable frequency: 0.296 GHz
  • Endpoints failing setup: 0
  • RSZ-0062 raised after global routing: no
  • Final min period: 3370 ps
  • Slew @ Worst Pin: 788 ps
  • Final hold violations: 0
  • Final slew viol count: 0
  • Setup WS post-layout: 1830 ps
  • Final period utilization: 64.9%
  • Worst Hold Slack: 501 ps
  • Worst slew margin: 47.1%
  • Fin Setup TNS: 0 ps

Die
  • Chip area: 10600 µm²
  • Row cnt: 36
  • Die height: 103 µm
  • IO Pins: 8
  • Core Region: 9820 µm²
  • FP Util: 51.8%
  • Horiz. Die Dim: 103 µm

Run status
  • Status: finished, final reports clean

Yosys
  • Post-synth top area cell: dfxtp_1
  • Most common flop cell mapped by yosys: dfxtp_1
  • Number of enable flip-flop cells: 0
  • Count of cell types in the netlist: 54
  • Yosys stat cell total: 625
  • Register share after synthesis: 41.7%
  • Yosys warnings: 1
  • Yosys synthesis chip area: 5090 µm²
  • Largest type area fraction: 41.7%
  • Synth top cells by count: 106 x dfxtp_1, 100 x nor2_1, 58 x nand2_1
  • Syn Std Cell Area: 5090 µm²
  • Synth top cell by count: dfxtp_1
  • Top cells, area: dfxtp_1 42%, xor2_1 7.9%, nor2_1 7.4%, nand2_1 4.3%, nand3_1 3.7%
  • Mapped Avg Cell Area: 8.14 µm²
  • Fraction of registers with async set/reset: 0%
  • Ys flops: 106
  • Gate Count Post-Synth: 625

Global routing
  • Met3 global-route usage: 5.10%
  • GRT Overall Usage: 22.1%
  • GRT Residual Overflow: 0
  • Vias in the first global route: 3646
  • Initial antenna violation count: 0
  • First-pass GRT wire length: 17900 µm
  • Maximum number of pins on one net before global-route repair: 30
  • M2 GR Usage: 32.4%
  • GRT met1 Usage: 35.3%
  • GRT Max-Usage Layer: met1

Pwr
  • Worst vdd ir: 0.308 mV
  • Pwr dens: 261 nW/µm²
  • Leakage: 1.86 nW

Drt
  • DRC: 0
  • N_diodes: 0
  • Vias after detailed routing: 4260
  • Routed wire length: 10800 µm
  • TritonRoute pass-1 iters: 4
  • Initial drt markers: 153
  • Average wire per standard cell: 14.2 µm
  • Antenna viol nets, final: 0
  • Vias per cell: 5.59

Hold path
  • Worst Hold Class: flip-flop to flip-flop

Final layout
  • Fraction of layout cells with a size suffix above 1: 5.25%
  • Area delta synth->final: 7.75%
  • Non-filler cells, final: 762
  • Final instance area: 5480 µm²

Job
  • Tool Warnings: 26
  • Max-Cap Viols: 0

Setup path
  • Setup crit end kind: flip-flop
  • Startpoint types: input pin
  • CP max FO: 27
  • Worst EP arrival: 3670 ps
  • Crit path required time: 5490 ps
  • Worst setup path class: input pin to flip-flop
[kinds of logic after synthesis]
kind of cell / Yosys count / share of synthesized area (%)
simple gates: 317 / 31.1
flops: 106 / 41.7
compound gates: 95 / 12.0
xor+xnor: 61 / 10.5
buf+inv: 41 / 3.42
fa+ha+maj: 4 / 0.984
mux: 1 / 0.221
[per-layer routing]
metal  vias to the layer above  part of all wire [%]
met2                        62                    43
li1                       2218                     -
met3                        11                   3.9
met1                      1969                    52
met5                         -                     0
met4                         0                   1.4
[placed cells by master, fill, tap and decap left out, types with 3 or more instances in the layout]
master,synthesis,routed
nand2_1,58,58
buf_4,0,5
nand3b_1,3,3
a211oi_1,5,5
nor3_1,11,11
and2_1,5,5
inv_1,16,16
ha_1,4,4
or3_1,8,8
a31oi_1,4,4
nand4_1,30,30
xnor2_1,15,15
clkbuf_8,0,10
o21ai_0,28,27
nand3_1,38,38
and4_1,5,5
clkdlybuf4s50_1,0,7
o31ai_1,3,3
nor2_1,100,100
nand2b_1,3,3
nor4_1,24,24
a22oi_1,4,4
xor2_1,46,46
a21oi_1,26,26
o21ai_1,3,3
and3_1,19,19
o211ai_1,3,3
dfxtp_1,106,106
[area by class of cell]
class	count	area (µm²)
multi-input combinational	478	2790
clock buffer	10	138
timing repair buffer	12	108
sequential	106	2120
clock inverter	6	88.8
fill	930	4340
tap	133	166
inverter	17	63.8
[through the flow]
step           utilization [%]  total power [W]
4_1_cts                   55.8          0.00145
3_3_place_gp              53.5         0.000878
3_5_place_dp              53.5         0.000878
2_1_floorplan                -         0.000862
6_report                  55.8          0.00143
5_1_grt                   55.8          0.00149
[state kept, by name (all words and copies together) (netlist names)]
name and count:
rst_invert 1, state 4, gnt 1, rsb_int 1, curr_cnt 32, prev_cnt 32, symb_value 3, next_cnt 32
[worst paths after layout]
kind                            cells after the start           end         start  slack (ps)
worst max register to register                      7  prev_cnt[27]  prev_cnt[26]        2000
worst max-delay path                                7  prev_cnt[27]           rst        1830
worst min-delay path                                2  prev_cnt[24]  prev_cnt[24]         500
worst min register to register                      2  prev_cnt[24]  prev_cnt[24]         500
[where the power goes]
part,total [W],switching (W),internal [W]
logic,0.0000390,0.0000252,0.0000138
registers,0.000820,0.00000474,0.000815
clock network,0.000573,0.000288,0.000285
total,0.00143,0.000318,0.00111
[critical path, cell delays in order]
cell and delay (ps):
clkdlybuf4s50_1 400, buf_4 230, clkinv_1 210, nand3_1 400
or4_1 860, a311o_1 430, o311ai_1 80
No activity file was given, so power comes from the tool's default toggle rates.
